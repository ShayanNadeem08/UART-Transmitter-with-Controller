File: /design/flow/config.mk
export PLATFORM = sky130hd
export DESIGN_NAME = UART_transmitter
export DESIGN_NICKNAME = UART_transmitter
export VERILOG_FILES = /design/flow/design.v
export SDC_FILE = /design/flow/constraint.sdc
export NUM_CORES = 4
export LEC_CHECK = 1
export CORE_AREA = 10 10 71 71
export DIE_AREA = 0 0 81 81
File: /design/flow/constraint.sdc
current_design UART_transmitter

set clk_period 2.0
set clk_io_pct 0.2

create_clock -name clk0 -period $clk_period [get_ports {clk}]

set non_clock_inputs [all_inputs -no_clocks]
set_input_delay [expr $clk_period * $clk_io_pct] -clock clk0 $non_clock_inputs
set_output_delay [expr $clk_period * $clk_io_pct] -clock clk0 [all_outputs]
File: /design/flow/design.v
module UART_controller(
    input logic start,
    input logic clk,
    input logic rst,
    output logic load,
    output logic idle,
    output logic stop,
    output logic en_reg,
    output logic [1:0] en_mux
);
    parameter IDLE_STATE = 2'b00,  TRANSMISSION_STATE = 2'b01, STOP_STATE = 2'b10;
    logic [1:0] state;
    logic [3:0] count;
    logic count1;
    logic baud_rate;
    always_ff @(posedge clk) begin
        if (rst) begin
            state <= IDLE_STATE;
            idle <= 1;
            count <= 0;
            count1 <= 0;
        end else begin
            case (state)
                IDLE_STATE : begin
                    idle <= 1;
                    if (start) begin
                        state <= IDLE_STATE;
                    end else if (~start) begin
                        state <= TRANSMISSION_STATE;
                    end
                end
                TRANSMISSION_STATE : begin
                    if (count == 4'h8) begin
                        stop <= 1;  
                        state <= STOP_STATE;
                        count <= 0;
                    end else begin
                        count <= count + 1;
                    end
                end
                STOP_STATE : begin
                    stop <= 1;
                    if (start) state <= IDLE_STATE;
                end
                default : state <= IDLE_STATE;
            endcase
        end
    end
    always_comb begin
        if (rst) begin
            en_reg = 1;
            load = 1;
            en_mux = 2'h0;
        end else begin
            case (state)
                IDLE_STATE : begin
                    en_reg = 1;
                    load = 1;
                    en_mux = 2'h0;
                end
                TRANSMISSION_STATE : begin
                    en_reg = 1;
                    load = 0;
                    en_mux = 2'h1;
                end
                STOP_STATE : begin
                    en_reg = 0;
                    load = 0;
                    en_mux = 2'h2;
                end
                default : begin
                    en_reg = 1;
                    load = 1;
                    en_mux = 2'h0;
                end
            endcase
        end
    end
endmodule
module baud_rate_generator(
    input logic clk,
    input logic rst,
    output logic baud_gen
);
    logic [19:0] count;
    always_ff @ (posedge clk) begin
        if (rst) begin
            count <= 0;
        end else if (count == 5209) begin
            count <= 0;
            baud_gen <= ~baud_gen;
        end else begin
            count <= count + 1;
        end
    end
endmodule
module PISO_register(
    input logic baud_rate,
    input logic load,
    input logic rst,
    input logic en_reg,
    input logic [7:0] data_in,
    output logic sr_out
);
logic [7:0] shift_reg;
always_ff @(posedge baud_rate) begin
    if (rst) begin
        shift_reg <= 0;
    end else if (en_reg) begin    
        if (load) begin
            sr_out <= 0;
            shift_reg <= data_in;
        end else begin
            shift_reg <= {1'b0,shift_reg[7:1]};
            sr_out <= shift_reg[0];
        end
    end
end
endmodule
module mux_4X1(
    input logic [3:0] in,
    input logic [1:0] en_mux,
    output logic tx
);
    always_comb begin
        case (en_mux)
            2'h0 : tx = in[0];
            2'h1 : tx = in[1];
            2'h2 : tx = in[2];
            2'h3 : tx = in[3];
        endcase
    end
endmodule
module UART_datapath(
    input logic clk,
    input logic stop,
    input logic rst,
    input logic idle,
    input logic en_reg,
    input logic load,
    input logic [1:0] en_mux,
    input logic [7:0] data_in,
    output logic tx,
    output logic baud_rate
);
    logic tx_in_mod; 
    logic [3:0] in; 
    baud_rate_generator brg1(.clk(clk),.rst(rst),.baud_gen(baud_rate));
    PISO_register pr1(.baud_rate(clk),.load(load),.rst(rst),.en_reg(en_reg),.data_in(data_in),.sr_out(tx_in_mod));
    assign in[0] = idle;
    assign in[1] = tx_in_mod;
    assign in[2] = stop;
    mux_4X1 m1(.in(in),.en_mux(en_mux),.tx(tx));
endmodule
module UART_transmitter(
    input logic clk,
    input logic start,
    input logic rst,
    input logic [7:0] data_in,
    output logic tx
);
    logic stop;
    logic idle;
    logic en_reg;
    logic load;
    logic [1:0] en_mux;
    logic baud_rate;
    UART_datapath datapath(.clk(clk),.stop(stop),.rst(rst),.idle(idle),.en_reg(en_reg),.load(load),. en_mux(en_mux),.data_in(data_in) ,.tx(tx),.baud_rate(baud_rate));
    UART_controller control(.start(start),.clk(clk),.rst(rst),. load(load),.idle(idle),.stop(stop) ,.en_reg(en_reg),.en_mux(en_mux));
endmodule
File: /design/flow/run.sh
#!/bin/bash
# OpenROAD 26Q1-2900-gdf79404cd8, Yosys 0.63+post, stock flow scripts
make -C /OpenROAD-flow-scripts/flow DESIGN_CONFIG=/design/flow/config.mk WORK_HOME=/design/flow/orfs finish
==> run notes <==
The following summarizes the physical implementation.

Outcome
The run finished with clean final reports.

Final timing
For the final routed database, the setup TNS stands at 0 ns. The setup violation total in the final timing report is 0. The final clock skew is 0.00373 ns. The final-report max-slew violation count is 0.

The slew of the pin with the lowest slew margin is between 0.15 and 0.2 ns. The ratio of final minimum period to clock period is 94.4%. The minimum clock period is between 1.5 and 2 ns. Setup repair after global routing left no endpoint under its margin. Once routing completed, OpenROAD measured the worst setup slack at between 0.1 and 0.15 ns. The final timing report lists a hold violation count of 0.

The worst relative slew slack is between 80 and 90%. In this build the clock could be raised as far as approximately 0.53 GHz. On the final layout, the worst hold slack is roughly 0.48 ns.

Logic synthesis
In the synthesized netlist the async set-or-reset flop fraction comes to 0%. Looking at area per cell type in the netlist, the leader is dfxtp_1. By area the synthesized netlist is led by dfxtp_1, mux2i_1, mux2_2. The cell area after synthesis is 761 um^2. Dividing the synthesized area by the synthesized cell count gives roughly 10 um^2.

The most used flip-flop cell after synthesis is dfxtp_1. The post-synthesis cell type with the largest instance count is dfxtp_1. The area fraction of the largest cell type after synthesis is between 30% and 40%.

Yosys reported a register bit count of 16. After synthesis, the most frequently instantiated cells are dfxtp_1, nor2_1, mux2i_1, mux2_2, a21oi_1. The area recorded from the Yosys report for this design is approximately 760 um^2.

The post-synth tally of flip-flops with integrated enable is 1. The count of cell types in the netlist is 26. The yosys synthesis warning count is 5. The number of standard cells after synthesis is about 76. The number of cells in the yosys synthesis report is 76. The register share after synthesis is 43.4%.

Power
For this design the ratio of total power to cell area is 740 nW/um^2. The cell internal power dissipation is 0.000570 W. The switching share of total power is roughly a fifth. Sequential cells burn between 40 and 50% of the power. The script extracted a total leakage power of between 0.3 and 0.4 nW. The peak supply drop is 0.660 mV. Summed over all nets, the switching power comes to 0.000154 W. The part of the power in combinational logic is 12.6%.

The clock network fraction of design power is approximately 40%.

Worst setup path
The total buffers and inverters traversed by the critical path is 2. The cell with the biggest individual delay on the critical path is clkdlybuf4s50_1. STA classifies the critical path startpoint as an input pin. The peak fanout along the critical path is 2.

By instance count, the cell type seen most on the critical path is clkdlybuf4s50_1. The data required time reported for the critical path is 1.60 ns. The cell type group with the largest total delay on the critical path is buffers and inverters.

The worst setup path category is input pin to primary output. The highest cell delay on the worst timing path is 0.50 ns. Traced cell by cell, the critical path runs through clkdlybuf4s50_1 -> nor2_2 -> nand3b_1 -> clkdlybuf4s50_1. The critical path arrival is about 1.5 ns.

The endpoint class of the critical path is a primary output.

Floorplanning
The die width is around 81 um. The die covers 6560 um^2. The vertical die dimension reported for this design is around 81 um. The core region is 3630 um^2.

For this configuration, the core starts out at a cell density of roughly a fifth. The cell row count is 22. The floorplan report gives the top-level pin count as 12.

Placement
The worst slack at placement is 0.0848 ns. The routability congestion estimate from global placement is 0.679. The count of input and output buffers is 11.

The number of placed instances, taps included is roughly 130. Summed over all nets, the half-perimeter wirelength after detailed placement is slightly below 1000 um.

Global routing
The via count of the first global-routing pass came to about 510. Across every metal layer, demand over resource in global routing totals 4.36%. The number of antenna violations at the first check in global routing came to 0. Entering global routing, the biggest net connects 17 pins. The first global-routing pass estimated between 2000 and 2500 um of wire. The aggregate global routing overflow is 0.

Finish
The share of post-route cells with drive strength above 1 is a little under a fifth. In this run the layout overhead on the synthesized area is reported as 28.6%. The register with the most flip-flops in the layout has 8 of them. The count of cells in the finished layout, fillers not included, comes to 138.

Detailed routing
In the detailed route, the total length drawn on met2 is slightly below 600 um. The average detailed-routed wire length per instance is roughly 10 um. The amount of wire on met3 after detailed routing is approximately 110 um. The first-pass iteration count of the detailed router is 4. The final wirelength is 1400 um. The number of antenna diodes in the final layout is 0. In the routed design, unresolved DRC markers number 0. The routed design shows a via density per instance of between 4 and 5. Per the post-route antenna check, the number of violating nets is 0. The wire length on met1 is ~710 um. Across all layers, the routed design uses between 500 and 600 vias. In this run the top signal layer used is met3. The DRC marker count from the first detailed-route iteration is 31.

CTS
Clock tree synthesis selected as its root buffer the cell clkbuf_8. The number of buffers inserted by post-CTS setup repair is 0. The clock transition time at the flip-flop clock pins of the worst setup and hold paths is ~0.06 ns. The number of instances resized during post-cts repair is 0.

In this run the number of H-tree levels came out at 1. TritonCTS built the clock tree. The clock buffer count from CTS is 3.

The later-pin clock latency in the skew report is between 0.2 and 0.3 ns. The number of buffers inserted by hold repair at cts is 0. The clock tree has to reach 16 sinks.

The clock passes through at most 2 buffers.

Flow run
The warning total across the stage logs is 26. The max-cap violation count is 0.

Min path
The worst hold path class is flop to flop.
-- metal layers --
metal	up-vias	GRT usage, %
li1	290	-
met1	258	6.26
met2	12	5.97
met3	0	2.34
met4	0	0.173
met5	-	0
-- cell type report --
class,count,area [um^2]
fillers,390,2660
inverters,2,7.51
multi-input cells,53,385
well taps,48,60.1
repair buffers,15,140
clock buffers,4,55.1
flip-flops and latches,16,330
-- cell usage in the layout, fill, tap and decap left out --
cell,instances
nor2b_1,1
nor2_2,1
o21ai_0,3
nor3b_1,1
inv_1,2
clkbuf_8,4
nand4b_1,1
clkdlybuf4s50_1,11
dfxtp_1,15
nand3_1,1
a21boi_0,1
nand3b_1,2
or3b_1,1
mux2_4,1
edfxtp_1,1
buf_4,4
nor2_1,11
mux2i_1,8
a22oi_1,1
mux2_2,6
a21oi_1,4
nand2_1,3
a21oi_2,1
nand2b_1,3
ha_1,2
and4b_1,1
-- metrics by stage --
stage | instance area, um^2 | total power [W] | utilization [%]
3_3_place_gp | 921 | 0.000445 | 25.3
5_1_grt | 978 | 0.000752 | 26.9
6_report | 978 | 0.000724 | 26.9
4_1_cts | 976 | 0.000735 | 26.9
3_5_place_dp | 921 | 0.000447 | 25.3
2_1_floorplan | 761 | 0.000419 | -
-- worst min-delay path, cell delays in order (launching register included) --
cell and delay (ns):
dfxtp_1 0.33, o21ai_0 0.07, nand2b_1 0.06
-- cell families after synthesis --
kind of cell	synth area share, %
compound gates	7.73
buf+inv	6.25
fa+ha+maj	3.29
mux	21.4
flops	43.4
simple gates	17.9
-- power by group through the flow --
| stage | sequential [W] | combinational [W] | clock, W |
|---|---|---|---|
| 4_1_cts | 0.000350 | 0.0000916 | 0.000293 |
| 5_1_grt | 0.000353 | 0.0000996 | 0.000300 |
| 6_report | 0.000350 | 0.0000910 | 0.000283 |
-- worst paths after layout --
path	start	depth (start not counted)	end	slack, ns
max reg2reg	control.count[0]	5	control.count[2]	0.63
max	rst	4	tx	0.11
min	control.state[0]	2	control.state[0]	0.48
min reg2reg	control.state[0]	2	control.state[0]	0.48
Power is estimated from default activity; no workload was simulated.
